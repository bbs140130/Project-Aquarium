`run.sh`:
```
#!/bin/bash
# OpenROAD 26Q1-2900-gdf79404cd8, Yosys 0.63+post, stock flow scripts
make -C /OpenROAD-flow-scripts/flow DESIGN_CONFIG=/design/flow/config.mk WORK_HOME=/design/flow/orfs finish
```
`config.mk`:
```
export PLATFORM = sky130hd
export DESIGN_NAME = mux
export DESIGN_NICKNAME = mux
export VERILOG_FILES = /design/flow/design.v
export SDC_FILE = /design/flow/constraint.sdc
export NUM_CORES = 4
export LEC_CHECK = 1
export CORE_AREA = 10 10 70 70
export DIE_AREA = 0 0 80 80
```
`constraint.sdc`:
```
current_design mux

set clk_period 3.1
set clk_io_pct 0.2

create_clock -name clk0 -period $clk_period

set non_clock_inputs [all_inputs -no_clocks]
set_input_delay [expr $clk_period * $clk_io_pct] -clock clk0 $non_clock_inputs
set_output_delay [expr $clk_period * $clk_io_pct] -clock clk0 [all_outputs]
```
`design.v`:
```
module mux(out, select, input0, input1, input2, input3, input4, input5, input6);
  input[7:0] input0, input1, input2, input3, input4, input5, input6;
  input [4:0] select;
  output [7:0] out;
  reg [7:0] out;
  always @ (input0 or input1 or input2 or input3 or input4 or input5 or input6 or select) 
  begin
    case(select)
      5'b00000 : out = input0; 
      5'b00001 : out = input1; 
      5'b00010 : out = input2; 
      5'b00100 : out = input3; 
      5'b01000 : out = input4; 
      5'b10000 : out = input5; 
      5'b11111 : out = input6;  
      default : out = 8'bx;
    endcase
  end
endmodule
module testbench;
  reg [4:0] select;
  reg [7:0] input0;
  reg [7:0] input1;
  reg [7:0] input2;
  reg [7:0] input3;
  reg [7:0] input4;
  reg [7:0] input5;
  reg [7:0] input6;
  wire[7:0] out;
  mux test1(
  .out(out), 
  .select(select), 
  .input0(input0), 
  .input1(input1), 
  .input2(input2), 
  .input3(input3), 
  .input4(input4), 
  .input5(input5), 
  .input6(input6));
  initial begin
    #100
    select = 5'b01000;     
    input0 = 8'b00000001;
    input1 = 8'b00000010;
    input2 = 8'b00000100;
    input3 = 8'b00001000;
    input4 = 8'b00010000;
    input5 = 8'b00100000;
    input6 = 8'b01000000;
    $display("=====================================");
    #50;
    $display(out);
  end
endmodule
```
==> results.json <==
{
  "p_clk_frac": 0,
  "route.antenna.diode_count": 0,
  "finalHoldWorstSlack_ns": 1.92,
  "fp-utilization": 0.145,
  "area_of_the_placeable_core_sq_mm": 0.00342,
  "dp_hpwl_um": 2720,
  "final_slew_viol_count": 0,
  "critPathMaxFanout": 8,
  "grt_first_pass_wirelength_um": 4610,
  "post-route-worst-setup-slack_ns": 0.104,
  "clkbuf_count": 0,
  "post-place-ws_ns": -0.131,
  "net_switching_power_figure_mw": 0.0431,
  "worstPathRequired_ns": 2.48,
  "tightestPinTransition_ns": 0.321,
  "synth-cells-yosys": 66,
  "drc_markers": 0,
  "std_cell_rows": 21,
  "ys_sh_aoi": 0.537,
  "setup.worst_path.end": "out[5]",
  "post_cts_hold_buffer_count": 0,
  "max_cap_viol_count": 0,
  "hp-class": "in -> out",
  "worst_setup_path_end_kind": "output pin",
  "cell_taking_the_most_area_after_synthesis": "a222oi_1",
  "post_detailed_placement_cell_area_sq_mm": 0.00127,
  "seq_area_frac_synth": 0,
  "wl_per_cell_um": 17.5,
  "grt_antenna_before_repair": 0,
  "log.warning_count": 33,
  "post-route-cell-area_sq_mm": 0.00131,
  "n_fill_cell": 341,
  "detailroute.via_count": 872,
  "simple_gate_share": 0.258,
  "cp-startpoint": "select[4]",
  "logic_area_sq_um": 429,
  "gp_congestion": 0.847,
  "grt_pass1_vias": 947,
  "post_drt_via_cell_ratio": 4.71,
  "yosys-top-cells-area": "a222oi_1 14%, o2111ai_1 14%, a32oi_1 12%",
  "maxSlewHeadroom": 0.786,
  "fmaxAchievable_mhz": 334,
  "drt_iter0_drc": 49,
  "fraction_of_final_layout_cells_sized_beyond_drive_strength_1": 0.173,
  "largest_net_degree_at_the_start_of_global_routing": 11,
  "crit_path_start_kind": "primary input",
  "detail_route.first_pass.iterations": 5,
  "synth.distinct_cells": 26,
  "postSynthCellCount": 66,
  "final.setup.tns_ns": 0,
  "cts_setup_buffers": 0,
  "wirelength_um": 3230,
  "io_pins": 69,
  "ff_count": 0,
  "grt_setup_unrepaired": "true",
  "overall_power_of_the_completed_layout_mw": 0.148,
  "final-seq-area_sq_um": 0,
  "largest_family_of_logic_cells_by_area": "AND-OR/OR-AND gates",
  "grt_use_total": 0.0882,
  "die_x_um": 80,
  "swShare": 0.292,
  "intPower_mw": 0.105,
  "yosys.area.top_type_share": 0.142,
  "finalSetupViolations": 0,
  "power.leakage_nw": 0.534,
  "period_minus_slack_ns": 3.00,
  "syn-mean-instance-area_sq_um": 7.49,
  "pwr-share-seq": 0,
  "syn2layout_area_growth_pct": 165,
  "io_buffer_count": 69,
  "ys_sh_mux": 0,
  "power.density_cell_area_mw_per_mm2": 113,
  "comb_power_share": 1.000,
  "synth.cell_area_sq_um": 494,
  "synth_adder_area_share": 0,
  "min_period_over_period": 0.967,
  "synth_xor_xnor_area_share": 0.0177,
  "timing_worst_setup_path_type": "in -> out",
  "critPathArrivalTime_ns": 2.38,
  "antenna_violating_nets_post_route": 0,
  "final_hold_viol_count": 0,
  "vdd_ir_drop_max_mv": 0.0362,
  "grt.overflow.total": 0,
  "die_h_um": 80,
  "yosys_warnings": 1,
  "status": "complete, no violations",
  "die_area_sq_mm": 0.00640,
  "post_synth_area_from_yosys_stat_sq_um": 494
}
critical path, stage by stage:
cell	delay (ns)
clkdlybuf4s50_1	0.47
buf_4	0.13
nor4bb_1	0.04
buf_4	0.18
a222oi_1	0.34
o2111ai_1	0.16
clkdlybuf4s50_1	0.43
cells by family (layout without fill, tap and decap cells):
| family | after synthesis | after routing |
|---|---|---|
| AND-OR/OR-AND | 29 | 29 |
| buffers and inverters | 17 | 90 |
| AND/OR/NAND/NOR | 19 | 19 |
| XOR/XNOR | 1 | 1 |
per-layer routing:
metal	global-route usage	vias up	routed length, um
met5	0	-	0
met3	0.0227	4	281
met1	0.109	388	1390
li1	-	425	-
met2	0.155	55	1530
met4	0.00528	0	30
placed cells by master (no fill, tap or decap), drive strengths merged, types with 2 or more instances in the layout:
cell type	instances
nand2	8
buf	12
dlygate4sd2	4
o2111ai	8
clkdlybuf4s50	61
a32oi	7
a21oi	2
a222oi	7
dlymetal6s2s	4
nor2	3
and3	3
a22oi	2
inv	9
stage by stage:
stage | util | cells
floorplan | - | 66
global placement | 0.373 | 185
detailed placement | 0.373 | 185
CTS | 0.376 | 185
global route | 0.384 | 185
finish | 0.384 | 185
final cells by class:
type,instances,share of cell area
Tap cell,46,0.0439
Multi-Input combinational cell,49,0.328
Inverter,9,0.0258
Timing Repair Buffer,81,0.603
power by group through the flow:
stage / Combinational, mW / Clock, mW / Sequential [mW]
4_1_cts: 0.150 / 0 / 0
5_1_grt: 0.158 / 0 / 0
6_report: 0.148 / 0 / 0
synth_stat cells (2+ instances only):
cell       n
clkbuf_1   2
a222oi_1   7
nor2_1     2
o2111ai_1  8
nand2_1    8
a32oi_1    7
inv_1      8
buf_6      3
buf_2      2
and3_1     3
repair_timing:
item,4_1_cts,5_1_grt
pin swaps,2,5
gates resized,7,9
endpoints found under the setup margin,8,8
gates cloned,0,0
worst min-delay path by stage:
| stage | from | slack (ns) | cells past startpoint | endpoint |
|---|---|---|---|---|
| CTS | input5[5] | 2.23 | 4 | out[5] |
| global route | input5[2] | 1.96 | 4 | out[2] |
| finish | input5[3] | 1.92 | 4 | out[3] |
No activity file was given, so power comes from the tool's default toggle rates.
